<file path="/design/flow/config.mk">
export PLATFORM = sky130hd
export DESIGN_NAME = l1ca_generator
export DESIGN_NICKNAME = l1ca_generator
export VERILOG_FILES = /design/flow/design.v
export SDC_FILE = /design/flow/constraint.sdc
export NUM_CORES = 4
export LEC_CHECK = 1
export CORE_UTILIZATION = 50
</file>
<file path="/design/flow/constraint.sdc">
current_design l1ca_generator

set clk_period 3.8
set clk_io_pct 0.2

create_clock -name clk0 -period $clk_period [get_ports {clk}]

set non_clock_inputs [all_inputs -no_clocks]
set_input_delay [expr $clk_period * $clk_io_pct] -clock clk0 $non_clock_inputs
set_output_delay [expr $clk_period * $clk_io_pct] -clock clk0 [all_outputs]
</file>
<file path="/design/flow/design.v">
package typedefs;
typedef enum logic[2:0]{
	HLT = 3'b000,
	SKZ = 3'b001,
	ADD = 3'b010,
	AND = 3'b011,
	XOR = 3'b100,
	LDA = 3'b101,
	STO = 3'b110,
	JMP = 3'b111} opcode_t;
typedef enum logic[2:0]{
	INST_ADDR 	= 3'b000,
	INST_FETCH 	= 3'b001,
	INST_LOAD   = 3'b010,
	IDLE   		= 3'b011,
	OP_ADDR     = 3'b100,
	OP_FETCH  	= 3'b101,
	ALU_OP 		= 3'b110,
	STORE  		= 3'b111} state_t;
endpackage : typedefs
module l1ca_generator(
	input clk,
	input set,
	input rst,
	input [0:9] in_taps,
	output reg out
);
	reg [0:9] g1;
	reg [0:9] g2;
	reg [0:9] taps;
	reg g1_output;
	reg g2_output;
	wire g1_feedback = g1[2] ^ g1[9];
    wire g2_feedback = g2[1] ^ g2[2] ^ g2[5] ^ g2[7] ^ g2[8] ^ g2[9];
	integer counter = 0;
	always @(posedge clk) begin
		if (set) begin
			g1 = 10'b1111111111;
			g2 = 10'b1111111111;
			taps = in_taps;
			g1_output = g1[9];
			g2_output = 1'b0;
			out = g1_output ^ g2_output;
			counter = 0;
		end else if (rst || counter >= 1023) begin
			g1 = 10'b1111111111;
			g2 = 10'b1111111111;
			g1_output = g1[9];
			g2_output = 1'b0;
			out = g1_output ^ g2_output;
			counter = 0;
		end else begin
			g1_output = g1[9];
			g2_output = 1'b0;
			for (integer i = 0; i < 10; i++) begin
				if (taps[i]) begin
					g2_output = g2_output ^ g2[i];
				end
			end
			out = g1_output ^ g2_output;
			g1 = {g1_feedback, g1[0:8]};
			g2 = {g2_feedback, g2[0:8]};
			counter += 1;
		end
	end
endmodule
</file>
<file path="/design/flow/run.sh">
#!/bin/bash
# OpenROAD 26Q1-2900-gdf79404cd8, Yosys 0.63+post, stock flow scripts
make -C /OpenROAD-flow-scripts/flow DESIGN_CONFIG=/design/flow/config.mk WORK_HOME=/design/flow/orfs finish
</file>
==> Implementation_results.wiki <==
== Implementation results ==
{| class="wikitable"
! Metric !! Value
|-
| Launching element of the worst setup path || counter[0]$_SDFF_PP0_
|-
| Number of buffer cells added on primary ports || 13
|-
| Post-synthesis cell count from yosys || 260
|-
| Global placement routability congestion || 0.795
|-
| Basic-gate share of the synthesized area counting and, or, nand and nor cells || 28.9%
|-
| Worst slew slack as a fraction of its limit || 44.6%
|-
| Number of iterations in the first detailed-routing pass || 4
|-
| Mapped Cells || 260
|-
| Data required, critical path || 4.08 ns
|-
| Largest fanout of any net on the critical path || 31
|-
| Setup slack on the worst flop-to-flop path || 1.29 ns
|-
| Total via count in the routed design || 1703
|-
| Max frequency || 0.398 GHz
|-
| Clock buffer depth || 2
|-
| Crit start category || flop
|-
| Initial DRC Count || 48
|-
| Count of boundary I/O pins || 14
|-
| CP max-delay cell || o21ai_2
|-
| Count of distinct cell types in the synthesized netlist || 33
|-
| Core utilization at floorplan || 53.6%
|-
| Xor and xnor area share after synthesis || 14.7%
|-
| Total Negative Setup Slacks || 0 ns
|-
| Setup slack after placement || 1.05 ns
|-
| Wire length after detailed routing || 4250 µm
|-
| Number of inserted diodes || 0
|-
| R2r endpoint || g1[7]$_SDFF_PP1_
|-
| Highest-count logic cell in the final layout || dfxtp_1
|-
| Main logic family after synthesis || simple AND/OR/NAND/NOR gates
|-
| Cell area after placement || 0.00279 mm²
|-
| Post-Syn Area || 0.00260 mm²
|-
| Number of logged tool warnings || 26
|-
| Remaining design rule violation count || 0
|-
| Reg clk slew, reported paths || 0.07 ns
|-
| Static leakage power || 1.03 nW
|-
| List of cells traversed by the critical path || ha_1, nand2_1, nor4_1, nor3_1, o21ai_2, buf_4, or2_2
|-
| Layout-stage area growth over the synthesis result || 15.5%
|-
| Via count of the first global-routing pass || 1667
|-
| Clock tree from TritonCTS || done
|-
| Total number of placement rows || 25
|-
| Clk root buf || clkbuf_8
|-
| Data arrival, critical path || 2.79 ns
|-
| Number of max-slew violations in the final report || 0
|-
| Worst setup path class || reg2reg
|-
| Number of maximum-capacitance violations || 0
|-
| Average instance area after synthesis || 10.0 µm²
|-
| Power density normalized to cell area || 454 mW/mm²
|-
| Number of vias per cell || 4.87
|-
| Filler cell count in the final layout || 398
|-
| Flops after synth || 63
|-
| Max Clock Skew || 0.00708 ns
|-
| Fraction of final layout cells sized beyond drive strength 1 || 17.0%
|-
| CTS hold repair buffers || 0
|-
| Aoi share || 1.30%
|-
| Total gr overflow || 0
|-
| # Post-CTS Setup Buffers || 0
|-
| Antenna viol nets, final || 0
|-
| Cell Count, Final, Fillers Out || 350
|-
| # H-tree levels || 3
|-
| Power, Total || 1.36 mW
|-
| Core area || 0.00485 mm²
|-
| Status || finished, final reports clean
|-
| Cts bufs inserted || 9
|-
| Clock sink total || 63
|-
| R2R depth || 7
|-
| Clock latency reported for the late side of the worst-skew pair || 0.33 ns
|-
| Final WS setup || 1.29 ns
|-
| Number of warnings reported in the yosys synthesis log || 1
|-
| Placed cell count || 334
|-
| Startpoint of the worst register-to-register path || counter[0]$_SDFF_PP0_
|-
| Post-route minimum period || 2.51 ns
|-
| Sequential-to-total area share from yosys stat || 52.4%
|-
| WL per Instance || 12.1 µm
|-
| Die area || 0.00549 mm²
|-
| Final count of negative-setup-slack endpoints || 0
|-
| Unrepaired setup endpoints after global routing || false
|-
| Total track usage || 18.5%
|-
| Commonest non-fill, non-tap cells in the layout || dfxtp_1 (53), nor2_1 (37), xnor2_1 (31)
|-
| Buffering stage count on the worst path with inverters included || 1
|-
| Delay of the slowest cell on the worst path || 0.67 ns
|-
| Sort of element at the end of the critical path || flop
|-
| Instance count on the critical path || 7
|-
| Chip Area, Yosys || 0.00260 mm²
|-
| Maximum number of pins on one net before global-route repair || 32
|-
| Worst ir drop on vdd || 0.331 mV
|-
| Resize count post-CTS || 0
|-
| Hold Path Class || reg2reg
|-
| Initial antenna violation count || 0
|-
| Final tally of hold violations || 0
|-
| Worst Setup EP || g1[7]$_SDFF_PP1_
|-
| FA/HA/MAJ Cells, Area Fraction || 0.481%
|-
| Crit path max-delay family || simple AND/OR/NAND/NOR gates
|-
| Wire length of the first global-routing pass || 7480 µm
|-
| Share of the clock period used by the worst path after layout || 66.1%
|-
| HPWL after detailed placement || 2940 µm
|-
| Floorplan die width || 74.1 µm
|-
| Slew at the pin with the worst max-slew slack || 0.831 ns
|-
| Post-Layout Inst Area || 0.00300 mm²
|-
| Chip height || 74.1 µm
|-
| Mux contribution to synthesized area || 0%
|}
-- Yosys cell counts --
master	number	share of area, %
and4_1	3	1.0
nor2_1	37	5.3
xnor2_1	31	10
xor2_1	10	3.4
edfxtp_1	10	12
and2_1	1	0.24
or4_4	1	0.43
a21oi_1	1	0.19
nand4_4	1	0.82
a31oi_1	1	0.24
nor3_1	8	1.5
buf_6	1	0.43
nor4_4	1	0.82
and3_2	1	0.29
clkbuf_1	3	0.43
ha_1	1	0.48
buf_2	3	0.58
nor2_2	1	0.24
nor4_2	5	2.4
inv_1	6	0.87
o21ai_0	2	0.39
nand3_1	12	2.3
nand2_1	22	3.2
nand4_1	5	1.2
o21ai_1	1	0.19
or2_2	19	4.6
a21boi_0	1	0.29
nand2b_1	3	0.72
nand3_2	1	0.39
xnor3_1	1	0.87
nor4_1	8	1.9
and3_1	6	1.4
dfxtp_1	53	41
-- per-layer routing --
layer / routed length, µm / share of wire (%) / track usage, %
met5: 0 / 0 / 0
met4: 38 / 0.89 / 2.14
met3: 130 / 3.1 / 5.22
met2: 2010 / 47 / 31.1
met1: 2070 / 49 / 25.4
-- layout make-up --
cell class | instances | area (µm²) | share of cell area, %
inverters | 6 | 22.5 | 0.750
flip-flops and latches | 63 | 1360 | 45.3
clock buffers | 11 | 163 | 5.41
multi-input cells | 184 | 1180 | 39.4
repair buffers | 14 | 138 | 4.58
well taps | 67 | 83.8 | 2.79
clock inverters | 5 | 53.8 | 1.79
-- cell families after synthesis --
family	Yosys count
AND-OR/OR-AND	6
XOR/XNOR	42
adder cells (fa/ha/maj)	1
buffers and inverters	13
flip-flops	63
AND/OR/NAND/NOR	135
-- power by group --
| group | switching, mW | leakage [nW] | total [mW] | internal, mW |
|---|---|---|---|---|
| Combinational | 0.0253 | 0.389 | 0.0665 | 0.0412 |
| Sequential | 0.00399 | 0.527 | 0.696 | 0.692 |
| Clock | 0.243 | 0.114 | 0.601 | 0.358 |
-- worst min path at each step --
stage               startpoint  cells after the start               end
CTS           g1[8]$_SDFF_PP1_                      1  g1[9]$_SDFF_PP1_
global route  g1[5]$_SDFF_PP1_                      1  g1[6]$_SDFF_PP1_
finish        g1[8]$_SDFF_PP1_                      1  g1[9]$_SDFF_PP1_
-- per-stage QoR --
stage	hold slack, ns	utilization, %
3_3_place_gp	0.395	57.5
4_1_cts	0.415	62.0
6_report	0.415	62.0
3_5_place_dp	0.397	57.5
5_1_grt	0.427	62.0
2_1_floorplan	0.393	-
-- registers in the layout (all words and copies together) (netlist names) --
name and flops:
counter 32, g1 10, g2 10, taps 10, out 1
No activity file was given, so power comes from the tool's default toggle rates.
