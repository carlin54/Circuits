`design.v`:
```
package typedefs;
typedef enum logic[2:0]{
	HLT = 3'b000,
	SKZ = 3'b001,
	ADD = 3'b010,
	AND = 3'b011,
	XOR = 3'b100,
	LDA = 3'b101,
	STO = 3'b110,
	JMP = 3'b111} opcode_t;
typedef enum logic[2:0]{
	INST_ADDR 	= 3'b000,
	INST_FETCH 	= 3'b001,
	INST_LOAD   = 3'b010,
	IDLE   		= 3'b011,
	OP_ADDR     = 3'b100,
	OP_FETCH  	= 3'b101,
	ALU_OP 		= 3'b110,
	STORE  		= 3'b111} state_t;
endpackage : typedefs
module fifo #(
	parameter DATA_WIDTH = 8,
	parameter ADDRESS_WIDTH = 8
)(
	input [DATA_WIDTH-1:0] wdata,
	input rst,
	input wr,
	input rd,
	input clk,
	output wire empty,
	output wire full,
	output reg [DATA_WIDTH-1:0] rdata
);
	localparam STACK_SIZE=2**ADDRESS_WIDTH;
	reg [DATA_WIDTH-1:0] stack [0:STACK_SIZE-1];
	reg [ADDRESS_WIDTH-1:0] write_ptr;
	reg [ADDRESS_WIDTH-1:0] read_ptr;
	reg wrote;
	initial begin
		read_ptr <= {ADDRESS_WIDTH{1'b0}};
		write_ptr <= {ADDRESS_WIDTH{1'b0}};
		rdata <= {ADDRESS_WIDTH{1'b0}};
		wrote <= 1'b0;
	end
	assign empty = (read_ptr == write_ptr) && !wrote;
	assign full = (read_ptr == write_ptr) && wrote;
	always @(posedge clk or posedge rst) begin
		if (rst) begin
			read_ptr = {ADDRESS_WIDTH{1'b0}};
			write_ptr = {ADDRESS_WIDTH{1'b0}};
			rdata <= {ADDRESS_WIDTH{1'b0}};
			wrote <= 1'b0;
		end else begin
			if (rd && !empty) begin
				rdata <= stack[read_ptr];
				read_ptr <= read_ptr + 1;
				wrote <= 1'b0;
			end
			if (wr && !full) begin
				stack[write_ptr] <= wdata;
				write_ptr <= write_ptr + 1;
				wrote <= 1'b1;
			end
		end
	end
endmodule
```
`run.sh`:
```
#!/bin/bash
# OpenROAD 26Q1-2900-gdf79404cd8, Yosys 0.63+post, stock flow scripts
make -C /OpenROAD-flow-scripts/flow DESIGN_CONFIG=/design/flow/config.mk WORK_HOME=/design/flow/orfs finish
```
`config.mk`:
```
export PLATFORM = sky130hd
export DESIGN_NAME = fifo
export DESIGN_NICKNAME = fifo
export VERILOG_FILES = /design/flow/design.v
export SDC_FILE = /design/flow/constraint.sdc
export NUM_CORES = 4
export LEC_CHECK = 1
export CORE_UTILIZATION = 40
```
`constraint.sdc`:
```
current_design fifo

set clk_period 14.0
set clk_io_pct 0.2

create_clock -name clk0 -period $clk_period [get_ports {clk}]

set non_clock_inputs [all_inputs -no_clocks]
set_input_delay [expr $clk_period * $clk_io_pct] -clock clk0 $non_clock_inputs
set_output_delay [expr $clk_period * $clk_io_pct] -clock clk0 [all_outputs]
```
==> impl_metrics.py <==
# Synthesis and PnR figures
metrics = {
    "worst_setup_path": {
        "reg2reg_from": "read_ptr[0]$_DFFE_PP0P_",
        "critical_path_class": "reg2reg",
        "crit_top_cell": "buf_4",
        "critPathBufInv": 6,
        "cp_max_fo": 39,
        "critPathSlowestCell": "nor4_1",
        "slowest_delay_ps": 1440,
        "critical_path.cell_chain": "inv_1 -> ha_1 -> buf_4 -> buf_4 -> and3b_2 -> buf_4 -> buf_4 -> and3_1 -> a2111oi_0 -> buf_4 -> nand4_1 -> nor4_1 -> nand3_1 -> nor4_1 -> a211oi_1",
        "start_kind": "register",
        "ff2ff_setup_slack_ps": 6290,
        "regToRegEndpoint": "rdata[3]$_DFFE_PP0P_",
        "required_ps": 14730,
        "path_delay_family": "simple AND/OR/NAND/NOR gates",
        "worst_ep_arrival_time_ps": 8450,
        "end_kind": "register",
        "worstRegToRegCells": 15,
    },
    "finish": {
        "syn_to_final_growth_pct": 18.2,
        "final_area_um2": 94900,
        "mi_logic_area_um2": 16800,
        "final_cells": 8517,
        "fillers": 16800,
        "layout-drive-gt1-share_pct": 18.3,
        "seq_area_um2": 62100,
    },
    "clock_tree": {
        "post_cts_buffers": 0,
        "clockBufferDepth": 3,
        "clock_latency_ps": 930,
        "clk_pin_slew_ps": 70,
        "cts.repair.resized": 0,
        "cts_hold_buffers": 0,
        "cts.sinks": 2073,
        "cts_root_buf": "clkbuf_16",
        "tritoncts": "built",
        "cts_buffers": 221,
        "htreeDepth": 4,
    },
    "job": {
        "drv_cap": 9,
        "tool_warnings": 34,
    },
    "global_routing": {
        "grt-ovfl-total": 0,
        "grtUsageTotal_pct": 64.1,
        "grt_max_degree": 73,
        "grt_pass1_wl_um": 741000,
        "grt_pass1_vias": 65200,
        "grt_antenna_before_repair": 103,
    },
    "placement": {
        "io_buffers": 21,
        "place_inst": 7964,
        "hpwl_um": 414000,
        "dpl_cell_area_um2": 87200,
        "gp_congestion": 1.28,
    },
    "timing": {
        "max_slew_margin_pct": -22.8,
        "finalCritPeriodShare_pct": 55.1,
        "slew_viol_final": 22,
        "rsz0062_at_grt": "false",
        "fmax_mhz": 130,
        "fin_crit_ps": 7710,
        "fin_skew_ps": 37.1,
        "worst_pin_slew_ps": 1840,
        "setup_tns_ps": 0,
        "finalSetupViolCount": 0,
        "hold_violations": 0,
    },
    "yosys": {
        "synth_cell_types": 76,
        "yosys-stat-cells": 5107,
        "ys_ff": 2073,
        "ys_seq_share_pct": 77.3,
        "synth_top_cell_by_area": "edfxtp_1",
        "topCellsByArea": "edfxtp_1 77%, a22oi_1 4.0%, nand3_1 2.6%, nor2_1 1.8%, a32oi_1 1.6%",
        "top_area_share_pct": 76.5,
        "synth_cells": 5107,
        "yosysChipArea_um2": 80400,
        "ys.flop_type": "edfxtp_1",
        "synth_area_um2": 80400,
        "yosys_warnings": 2,
        "synth-edff-count": 2048,
        "async_flop_share_pct": 1.21,
        "avgSynthCellArea_um2": 15.7,
    },
    "floorplanning": {
        "num_io_pins": 22,
        "die_height_um": 450,
        "core_area_um2": 200000,
        "die_width_um": 450,
        "die_area_um2": 203000,
        "row_count": 164,
        "fp_util_pct": 40.2,
    },
    "detailed_routing": {
        "wl_per_cell_um": 69.9,
        "drt_iter0_drc": 10400,
        "drc": 0,
        "vias": 68200,
        "first_pass_iters": 9,
        "detail_route.vias_per_cell": 8.01,
        "drt_wl_total_um": 595000,
        "final_antenna_net_count": 0,
    },
    "power_and_ir_drop": {
        "power_density_nw_per_um2": 192,
        "p_total_mw": 18.2,
        "ir_worst_vdd_uv": 137,
        "p_leak_nw": 29.3,
    },
    "worst_hold_path": {
        "hold_end": "rdata[6]$_DFFE_PP0P_",
        "min_path_type": "reg2reg",
        "holdPathStages": 2,
        "hp-start": "stack[0][6]$_DFFE_PP_",
    },
    "outcome": {
        "violations": "capacitance limit, slew limit",
        "status": "finished with violations",
    },
}
worst reg2reg max path, cell delays in order (launching register included):
cell and delay (ps):
dfrtp_1 500, inv_1 190, ha_1 280, buf_4 260, buf_4 350, and3b_2 290, buf_4 340, buf_4 440
and3_1 540, a2111oi_0 700, buf_4 250, nand4_1 420, nor4_1 960, nand3_1 330, nor4_1 1440, a211oi_1 240
state kept, by name (all words and copies together), names as in the netlist:
register / count
write_ptr: 8
read_ptr: 8
wrote: 1
stack: 2048
rdata: 8
placed cells by master, fill, tap and decap left out, types with 60 or more instances in the layout:
| cell | instances |
|---|---|
| buf_4 | 580 |
| a22oi_1 | 433 |
| a21oi_1 | 95 |
| nor4_1 | 69 |
| clkinv_1 | 63 |
| diode_2 | 132 |
| nand3_1 | 421 |
| nand2_1 | 99 |
| clkbuf_16 | 224 |
| a22o_1 | 60 |
| nand4_1 | 190 |
| a32oi_1 | 147 |
| o22ai_1 | 159 |
| nor2_1 | 367 |
| edfxtp_1 | 2048 |
routing by layer:
layer	GRT usage [%]	vias to the layer above	share of wire, %
met5	54.5	-	2.1
met1	62.5	33400	27
met3	61.7	3042	22
met4	52.3	266	12
li1	-	22100	-
met2	73.3	9357	37
worst max-delay path by stage:
stage	startpoint	to	slack, ps	cells past startpoint
finish	read_ptr[0]$_DFFE_PP0P_	rdata[3]$_DFFE_PP0P_	6290	15
CTS	read_ptr[0]$_DFFE_PP0P_	rdata[3]$_DFFE_PP0P_	7090	15
global route	read_ptr[0]$_DFFE_PP0P_	rdata[3]$_DFFE_PP0P_	7000	15
cell type report:
class / instances / share of cell area, %
sequential: 2073 / 65.4
tap: 2656 / 3.50
inverter: 14 / 0.0553
clock buffer: 260 / 6.08
antenna: 132 / 0.348
timing repair buffer: 625 / 5.24
multi-input combinational: 2601 / 17.7
clock inverter: 156 / 1.67
synthesized netlist by cell type, drive strengths merged (11+ instances only):
cell type     n
a2111oi      19
and4         11
inv          14
nor4         82
nor2        394
clkbuf      183
nand4b       11
a222oi       45
a22oi       433
and3         47
a31oi        15
nand3       421
xnor2        22
a22o         60
or4          22
o211ai       19
nor2b        12
dfrtp        25
nand2       100
a221oi       41
edfxtp     2048
buf         236
nand4       190
o21ai        46
a32oi       147
o22ai       159
nor3         43
a21oi        95
per-stage QoR:
stage,worst slack (ps),hold WS (ps),utilization [%]
floorplan,9090,431,-
global route,7000,607,47.5
finish,6290,581,47.6
detailed placement,7160,561,43.7
global placement,6890,579,43.5
CTS,7090,574,47.4
where the power goes:
part / leakage (nW) / internal, mW / switching, mW
logic: 7.09 / 0.941 / 4.14
clock network: 3.56 / 3.47 / 2.65
registers: 18.7 / 6.88 / 0.120
kinds of logic (layout without fill, tap and decap cells):
family / count (synthesis) / after routing / share of synthesized area [%]
XOR/XNOR: 23 / 23 / 0.251
multiplexers: 19 / 19 / 0.251
buffers and inverters: 433 / 1055 / 2.35
adder cells (fa/ha/maj): 8 / 8 / 0.125
other: 0 / 132 / 0
AND-OR/OR-AND: 1138 / 1138 / 10.6
AND/OR/NAND/NOR: 1413 / 1413 / 9.12
flip-flops: 2073 / 2073 / 77.3
Power and IR drop assume default switching activity.
