### flow/design.v
package typedefs;
typedef enum logic[2:0]{
	HLT = 3'b000,
	SKZ = 3'b001,
	ADD = 3'b010,
	AND = 3'b011,
	XOR = 3'b100,
	LDA = 3'b101,
	STO = 3'b110,
	JMP = 3'b111} opcode_t;
typedef enum logic[2:0]{
	INST_ADDR 	= 3'b000,
	INST_FETCH 	= 3'b001,
	INST_LOAD   = 3'b010,
	IDLE   		= 3'b011,
	OP_ADDR     = 3'b100,
	OP_FETCH  	= 3'b101,
	ALU_OP 		= 3'b110,
	STORE  		= 3'b111} state_t;
endpackage : typedefs
module md5_core_block (
    input wire clk,
    input wire reset,
    input wire prepare_next_hash,
    input wire enable,
    input wire [511:0] data_in,
    input wire reset_hash_valid,
    output reg [127:0] hash,
    output reg hash_valid
);
	reg [31:0] M [0:15];
    reg [31:0] A_reg, B_reg, C_reg, D_reg, B_reg_tmp;
    reg [31:0] A, B, C, D;
	reg [31:0] F_result; reg [6:0] step;
    reg [31:0] K [0:63];
    reg [4:0] s [0:63];
	function [31:0] reverse_bits;
		input [31:0] word;
		integer j;
		begin
			for (j = 0; j < 32; j = j + 1) begin
				reverse_bits[j] = word[31 - j];   
			end
		end
	endfunction
	genvar i;
	generate
		for (i = 0; i < 16; i = i + 1) begin : gen_M
			always @(*) begin
				M[i] <= reverse_bits({
					data_in[32*i + 7: 32*i],      	 
					data_in[32*i + 15: 32*i + 8],  	 
					data_in[32*i + 23: 32*i + 16], 	 
					data_in[32*i + 31: 32*i + 24]  	 
				});
			end
		end
	endgenerate
	integer j;
	always @(posedge clk or posedge reset) begin
		if (reset) begin
			A <= 32'h67452301;
			B <= 32'hEFCDAB89;
			C <= 32'h98BADCFE;
			D <= 32'h10325476;
			A_reg <= 32'h67452301;
			B_reg <= 32'hEFCDAB89;
			C_reg <= 32'h98BADCFE;
			D_reg <= 32'h10325476;
			step <= 0;
			hash_valid <= 0;
			s[0]  <= 7;  s[1]  <= 12; s[2]  <= 17; s[3]  <= 22;
			s[4]  <= 7;  s[5]  <= 12; s[6]  <= 17; s[7]  <= 22;
			s[8]  <= 7;  s[9]  <= 12; s[10] <= 17; s[11] <= 22;
			s[12] <= 7;  s[13] <= 12; s[14] <= 17; s[15] <= 22;
			s[16] <= 5;  s[17] <= 9;  s[18] <= 14; s[19] <= 20;
			s[20] <= 5;  s[21] <= 9;  s[22] <= 14; s[23] <= 20;
			s[24] <= 5;  s[25] <= 9;  s[26] <= 14; s[27] <= 20;
			s[28] <= 5;  s[29] <= 9;  s[30] <= 14; s[31] <= 20;
			s[32] <= 4;  s[33] <= 11; s[34] <= 16; s[35] <= 23;
			s[36] <= 4;  s[37] <= 11; s[38] <= 16; s[39] <= 23;
			s[40] <= 4;  s[41] <= 11; s[42] <= 16; s[43] <= 23;
			s[44] <= 4;  s[45] <= 11; s[46] <= 16; s[47] <= 23;
			s[48] <= 6;  s[49] <= 10; s[50] <= 15; s[51] <= 21;
			s[52] <= 6;  s[53] <= 10; s[54] <= 15; s[55] <= 21;
			s[56] <= 6;  s[57] <= 10; s[58] <= 15; s[59] <= 21;
			s[60] <= 6;  s[61] <= 10; s[62] <= 15; s[63] <= 21;
			K[0]  <= 32'hd76aa478; K[1]  <= 32'he8c7b756; K[2]  <= 32'h242070db; K[3]  <= 32'hc1bdceee;
			K[4]  <= 32'hf57c0faf; K[5]  <= 32'h4787c62a; K[6]  <= 32'ha8304613; K[7]  <= 32'hfd469501;
			K[8]  <= 32'h698098d8; K[9]  <= 32'h8b44f7af; K[10] <= 32'hffff5bb1; K[11] <= 32'h895cd7be;
			K[12] <= 32'h6b901122; K[13] <= 32'hfd987193; K[14] <= 32'ha679438e; K[15] <= 32'h49b40821;
			K[16] <= 32'hf61e2562; K[17] <= 32'hc040b340; K[18] <= 32'h265e5a51; K[19] <= 32'he9b6c7aa;
			K[20] <= 32'hd62f105d; K[21] <= 32'h02441453; K[22] <= 32'hd8a1e681; K[23] <= 32'he7d3fbc8;
			K[24] <= 32'h21e1cde6; K[25] <= 32'hc33707d6; K[26] <= 32'hf4d50d87; K[27] <= 32'h455a14ed;
			K[28] <= 32'ha9e3e905; K[29] <= 32'hfcefa3f8; K[30] <= 32'h676f02d9; K[31] <= 32'h8d2a4c8a;
			K[32] <= 32'hfffa3942; K[33] <= 32'h8771f681; K[34] <= 32'h6d9d6122; K[35] <= 32'hfde5380c;
			K[36] <= 32'ha4beea44; K[37] <= 32'h4bdecfa9; K[38] <= 32'hf6bb4b60; K[39] <= 32'hbebfbc70;
			K[40] <= 32'h289b7ec6; K[41] <= 32'heaa127fa; K[42] <= 32'hd4ef3085; K[43] <= 32'h04881d05;
			K[44] <= 32'hd9d4d039; K[45] <= 32'he6db99e5; K[46] <= 32'h1fa27cf8; K[47] <= 32'hc4ac5665;
			K[48] <= 32'hf4292244; K[49] <= 32'h432aff97; K[50] <= 32'hab9423a7; K[51] <= 32'hfc93a039;
			K[52] <= 32'h655b59c3; K[53] <= 32'h8f0ccc92; K[54] <= 32'hffeff47d; K[55] <= 32'h85845dd1;
			K[56] <= 32'h6fa87e4f; K[57] <= 32'hfe2ce6e0; K[58] <= 32'ha3014314; K[59] <= 32'h4e0811a1;
			K[60] <= 32'hf7537e82; K[61] <= 32'hbd3af235; K[62] <= 32'h2ad7d2bb; K[63] <= 32'heb86d391;
		end else if (prepare_next_hash) begin
			step <= 0;
			hash_valid <= 0;
		end else if (enable && !hash_valid) begin
			case (step / 16)
				2'b00: begin
					F_result =
						(B_reg + (((((A_reg + ((B_reg & C_reg) | (~B_reg & D_reg)) & 32'hFFFFFFFF) + M[step % 16] + K[step]) & 32'hFFFFFFFF) << s[step])
						| ((((A_reg + ((B_reg & C_reg) | (~B_reg & D_reg)) & 32'hFFFFFFFF) + M[step % 16] + K[step]) & 32'hFFFFFFFF) >> (32 - s[step])))) & 32'hFFFFFFFF;
				end
				2'b01: begin
					F_result =
						(B_reg + (((((A_reg + ((D_reg & B_reg) | (~D_reg & C_reg)) & 32'hFFFFFFFF) + M[(5 * step + 1) % 16] + K[step]) & 32'hFFFFFFFF) << s[step])
						| ((((A_reg + ((D_reg & B_reg) | (~D_reg & C_reg)) & 32'hFFFFFFFF) + M[(5 * step + 1) % 16] + K[step]) & 32'hFFFFFFFF) >> (32 - s[step])))) & 32'hFFFFFFFF;
				end
				2'b10: begin
					F_result =
						(B_reg + (((((A_reg + (B_reg ^ C_reg ^ D_reg) & 32'hFFFFFFFF) + M[(3 * step + 5) % 16] + K[step]) & 32'hFFFFFFFF) << s[step])
						| ((((A_reg + (B_reg ^ C_reg ^ D_reg) & 32'hFFFFFFFF) + M[(3 * step + 5) % 16] + K[step]) & 32'hFFFFFFFF) >> (32 - s[step])))) & 32'hFFFFFFFF;
				end
				2'b11: begin
					F_result =
						(B_reg + (((((A_reg + (C_reg ^ (B_reg | ~D_reg)) & 32'hFFFFFFFF) + M[(7 * step) % 16] + K[step]) & 32'hFFFFFFFF) << s[step])
						| ((((A_reg + (C_reg ^ (B_reg | ~D_reg)) & 32'hFFFFFFFF) + M[(7 * step) % 16] + K[step]) & 32'hFFFFFFFF) >> (32 - s[step])))) & 32'hFFFFFFFF;
				end
			endcase
			A_reg = D_reg;
			D_reg = C_reg;
			C_reg = B_reg;
			B_reg = F_result;
			if (step != 63) begin
				step <= step + 1;
			end else begin
				A = (A + A_reg) & 32'hFFFFFFFF;
				B = (B + B_reg) & 32'hFFFFFFFF;
				C = (C + C_reg) & 32'hFFFFFFFF;
				D = (D + D_reg) & 32'hFFFFFFFF;
				A_reg <= A;
				B_reg <= B;
				C_reg <= C;
				D_reg <= D;
				hash <= {
					A[7:0], A[15:8], A[23:16], A[31:24],
					B[7:0], B[15:8], B[23:16], B[31:24],
					C[7:0], C[15:8], C[23:16], C[31:24],
					D[7:0], D[15:8], D[23:16], D[31:24]
				};
				hash_valid <= 1;
			end
		end
	end
endmodule
### flow/run.sh
#!/bin/bash
# OpenROAD 26Q1-2900-gdf79404cd8, Yosys 0.63+post, stock flow scripts
make -C /OpenROAD-flow-scripts/flow DESIGN_CONFIG=/design/flow/config.mk WORK_HOME=/design/flow/orfs finish
### flow/config.mk
export PLATFORM = sky130hd
export DESIGN_NAME = md5_core_block
export DESIGN_NICKNAME = md5_core_block
export VERILOG_FILES = /design/flow/design.v
export SDC_FILE = /design/flow/constraint.sdc
export NUM_CORES = 4
export LEC_CHECK = 1
export CORE_UTILIZATION = 40
### flow/constraint.sdc
current_design md5_core_block

set clk_period 39.9
set clk_io_pct 0.2

create_clock -name clk0 -period $clk_period [get_ports {clk}]

set non_clock_inputs [all_inputs -no_clocks]
set_input_delay [expr $clk_period * $clk_io_pct] -clock clk0 $non_clock_inputs
set_output_delay [expr $clk_period * $clk_io_pct] -clock clk0 [all_outputs]
==> summary.txt <==
flow finished, numbers: antenna violations before repair 121, gpl congestion 1.162, DRC Markers 0, CP max FO 5, arrival time at the worst endpoint 22.60 ns, Final Max-Slew Violation Tally 0, Worst Tran Pin Value 1.249 ns, EDFF count, synth 160, Synth area leader sky130_fd_sc_hd__fa_1, class of the worst hold path register to register, register with the highest flop count hash, final global-route overflow total 0, source-to-sink clock delay at the later pin of the worst-skew pair 0.58 ns, final worst clock skew 0.02732 ns, setup_tns 0 ns, outcome completed, ratio of final minimum period to clock period 55.41%, sort of element at the start of the critical path primary input, DRC marker count from the first detailed-route iteration 10319, count of endpoints failing hold in the final timing report 0, setup repair after global routing missed its margin false, minimum clock period 22.11 ns, Inserted Clock Buffers 37, dominant logic cell types in the final layout sky130_fd_sc_hd__nand2_1, sky130_fd_sc_hd__clkdlybuf4s50_1, sky130_fd_sc_hd__nor2_1, sky130_fd_sc_hd__o21ai_0, sky130_fd_sc_hd__a21oi_1, peak per-stage delay on the critical path 0.96 ns, relative slew slack 15.61%, first-pass GRT wire length 547400 µm, Detailed Route WL 407000 µm, starting density of the core 40.55%, Detailed Routing Iterations Pass 1 14, Post-Synthesis Cell Area 57700 µm², hold bufs inserted after CTS 0, CTS tree built, CTS Root Cell sky130_fd_sc_hd__clkbuf_16, synthesized-area fraction occupied by and/or/nand/nor cells 17.89%, worst hold-check slack 0.4600 ns, number of levels the H-tree was split into 2, required time of the critical path 40.40 ns, Yosys reg bits 424, # clock sinks 424, share of the synthesized area in the top cell type 8.813%, startpoint of the worst-slack reg-to-reg timing path step[0], floorplan die area 145800 µm², tool warnings 40, start point of the worst hold path C[17], Complex Gates by Area 31.07%, number of cells upsized or downsized after cts 0, via density per instance 7.096, Async SR Flop Fraction 62.26%, Post-synth seq share 20.06%, number of cell instances after yosys synthesis 7308, post-CTS setup buffer count 0, die span in x 381.8 µm, I/O pin count 646, core occupancy in the finished layout 48.20%, post-synthesis average cell area 7.895 µm², max-cap violation count 0, Synth Area in Adders 15.28%, clk buf depth 3, count of cells along the worst hold path 2, remaining antenna violation count after routing 0, Routed WL per cell 41.53 µm, Worst setup EP type register, slowest library cell on the worst path sky130_fd_sc_hd__clkdlybuf4s50_1, Die Y 381.8 µm, Top cells by area sky130_fd_sc_hd__fa_1, sky130_fd_sc_hd__edfxtp_1, sky130_fd_sc_hd__ha_1, sky130_fd_sc_hd__nand2_1, sky130_fd_sc_hd__dfrtp_1, cells on worst reg2reg path 55, GRT Resource Usage Total 56.75%, Largest register FFs 128, most common cell after layout, fill and taps aside sky130_fd_sc_hd__nand2_1, Post-DP HPWL 309600 µm, CP most frequent cell sky130_fd_sc_hd__o21ai_0, Top non-seq family AND-OR/OR-AND gates, yosys-reported design area after synthesis 57700 µm², most used flip-flop cell after synthesis sky130_fd_sc_hd__edfxtp_1, launch point of the critical path data_in[230], clock transition time at the flip-flop clock pins of the worst setup and hold paths 0.07 ns, number of global-route vias before repair 63734, Synth warnings 4, largest net degree at the start of global routing 74, total vias in the final route 69549, count of buffers from port buffering 644, Max Fclk 45.23 MHz, layout cells sized above 1 8.345%, num rows 138, crit path kind primary input to register, distinct lib cells 110, area inside the core boundary 142300 µm², Synth-to-Final Area Change 18.86%, instance count of the mapped netlist 7308, Final setup violation count 0, Mux area share 3.982%, XOR/XNOR Fraction of Synth Area 5.387%
## synth_stat cells (all sizes together), types with 93 or more instances
cell type,number
a22oi,313
mux2i,183
dfstp,128
a22o,201
and3,98
nand4,100
nor2,491
o21ai,479
nand2,984
ha,298
dfrtp,136
a21oi,431
a222oi,94
xor2,93
xnor2,255
clkbuf,446
edfxtp,160
a21o,111
a31oi,123
fa,254
nor3,102
a221oi,239
inv,427
nand3,162
## routing by layer
layer / track usage (%) / vias to the layer above / routed length, µm
met5: 7.308 / - / 1227
met4: 47.60 / 50 / 47180
met3: 37.48 / 2042 / 69670
met2: 70.59 / 6016 / 151600
met1: 65.89 / 33089 / 137300
li1: - / 28352 / -
## per-stage QoR
stage / area [µm²] / worst slack (ns) / cells
final: 68580 / 17.79 / 9801
after global routing: 68480 / 17.14 / 9763
after CTS: 68300 / 18.75 / 9691
after detailed placement: 67070 / 18.26 / 9624
after global placement: 67070 / 18.28 / 9624
after floorplan: 57700 / 21.90 / 7308
## kinds of logic after synthesis
family / after synthesis
buffers and inverters: 961
AND-OR/OR-AND: 2544
adder cells (fa/ha/maj): 552
XOR/XNOR: 350
flip-flops: 424
AND/OR/NAND/NOR: 2257
multiplexers: 220
## critical path: cells and delay by family
family / cells / cell delay [ns]
muxes: 2 / 0.65
xor gates and xnor gates: 3 / 0.58
buffers and inverters: 4 / 1.31
AOI/OAI and AO/OA: 27 / 8.30
adders and majority gates: 6 / 2.30
and+or+nand+nor: 9 / 1.41
## final timing paths
check                                 end  slack, ns
worst max-delay path            B_reg[30]      17.79
worst min-delay path                C[17]       0.46
worst max register to register  B_reg[30]      22.90
worst min register to register      C[17]       0.46
max in group asynchronous       B_reg[20]      30.75
min in group asynchronous       C_reg[13]       8.00
## final cells by class
class                      instances  area (µm²)
fill                           13550       73700
inverter                         429        1618
tap                             1890        2365
antenna                          110       275.3
multi-input combinational       5923       42710
timing repair buffer             958        8803
clock inverter                    15       153.9
sequential                       424       11580
clock buffer                      52        1076
